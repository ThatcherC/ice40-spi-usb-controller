===== /design/flow/config.mk =====
export PLATFORM = sky130hd
export DESIGN_NAME = top
export DESIGN_NICKNAME = top
export VERILOG_FILES = /design/flow/design.v
export SDC_FILE = /design/flow/constraint.sdc
export NUM_CORES = 4
export LEC_CHECK = 1
export CORE_UTILIZATION = 50

===== /design/flow/constraint.sdc =====
current_design top

set clk_period 2.8
set clk_io_pct 0.2

create_clock -name clk0 -period $clk_period [get_ports {clk}]

set non_clock_inputs [all_inputs -no_clocks]
set_input_delay [expr $clk_period * $clk_io_pct] -clock clk0 $non_clock_inputs
set_output_delay [expr $clk_period * $clk_io_pct] -clock clk0 [all_outputs]

===== /design/flow/design.v =====
module blinkmodule (
  input  clk,
  output LED
);
  reg [31:0] counter2 = 0;
  always@(posedge clk) begin
    counter2 <= counter2 + 1;
  end
  assign {LED} = counter2 >> 20;
endmodule
module SPI_slave(
  input clk,
  input SCK,
  input SSEL,
  input MOSI,
  output MISO,
  output reg led1
);
  reg [2:0] SCKr;  always @(posedge clk) SCKr <= {SCKr[1:0], SCK};
  wire SCK_risingedge = (SCKr[2:1]==2'b01);   
  wire SCK_fallingedge = (SCKr[2:1]==2'b10);   
  reg [2:0] SSELr;  always @(posedge clk) SSELr <= {SSELr[1:0], SSEL};
  wire SSEL_active = ~SSELr[1];   
  wire SSEL_startmessage = (SSELr[2:1]==2'b10);   
  wire SSEL_endmessage = (SSELr[2:1]==2'b01);   
  reg [1:0] MOSIr;  always @(posedge clk) MOSIr <= {MOSIr[0], MOSI};
  wire MOSI_data = MOSIr[1];
  reg [2:0] bitcnt;
  reg byte_received;   
  reg [7:0] byte_data_received;
  always @(posedge clk)
  begin
    if(~SSEL_active)
      bitcnt <= 3'b000;
    else
    if(SCK_risingedge)
    begin
      bitcnt <= bitcnt + 3'b001;
      byte_data_received <= {byte_data_received[6:0], MOSI_data};
    end
  end
  always @(posedge clk)
    byte_received <= SSEL_active && SCK_risingedge && (bitcnt==3'b111) ;
  reg [7:0] byte_data_sent;
  reg [7:0] cnt;
  always @(posedge clk) if(SSEL_startmessage) cnt<=cnt+8'h1;   
  always @(posedge clk)
  if(SSEL_active)
  begin
    if(SSEL_startmessage)
      byte_data_sent <= cnt;   
    else
    if(SCK_fallingedge)
    begin
      if(bitcnt==3'b111)
        byte_data_sent <= 8'h05;   
      else
        byte_data_sent <= {byte_data_sent[6:0], 1'b0};
    end
  end
  assign MISO = byte_data_sent[7];   
  always @(posedge clk)
    begin
      if(byte_received)
        case (byte_data_received)
          8'hcc:
            led1 <= 1;
          8'hdd:
            led1 <= 0;
      endcase
    end
endmodule
module top (
  input  clk,
  output led1,
  output led2,
  output led3,
  output led4,
  output led5,
  input gpio_l2,
  input gpio_l1,
  input gpio_l0,
  input cs,       
  input sclk,
  output miso,
  input mosi
);
  blinkmodule #()
  blinkmodule
    (
    .clk(clk),
    .LED(led1)
  );
  assign led2 = sclk;
  SPI_slave #()
  SPI_slave
    (
    .clk(clk),
    .SCK(sclk),
    .MOSI(mosi),
    .MISO(miso),
    .SSEL(gpio_l0),
    .led1(led3)  
  );
endmodule

===== /design/flow/run.sh =====
#!/bin/bash
# OpenROAD 26Q1-2900-gdf79404cd8, Yosys 0.63+post, stock flow scripts
make -C /OpenROAD-flow-scripts/flow DESIGN_CONFIG=/design/flow/config.mk WORK_HOME=/design/flow/orfs finish

==> out/qor.txt <==
Log Warnings: 28
Hold Crit Depth: 0
Mean instance size in the synthesized netlist: 12.6 sq um
Top cells by count: dfxtp_1 (33), edfxtp_1 (25), nand2_1 (22)
Core area: 4090 sq um
# H-tree levels: 3
Met3 WL: 118 um
Largest net degree at the start of global routing: 16
Async S/R FF share, synth: 0
Crit path DAT: 1490 ps
Clock Pin Slew Worst Setup and Hold Paths: 60 ps
Worst reg-to-reg path cell count: 4
Post-CTS Resized: 0
Worst setup SP type: primary input
Post-Route WL: 2970 um
Global-route wire length before repair: 4970 um
Die width: 67.9 um
Share of cells above drive strength 1: 0.0933
Post-layout min period: 2050 ps
CTS Buffer Depth: 2
Worst Path Buf+Inv: 2
CP cell instances: clkdlybuf4s50_1, clkdlybuf4s50_1
Synth Seq Share: 0.649
Cell area after synthesis: 2170 sq um
WP data required: 2240 ps
Via Count: 1203
Crit Path Category: in -> out
HPWL reported at the end of detailed placement: 1940 um
Uppermost layer routed: met4
Cell Pwr Density: 649 nW/um^2
Total GRT Usage: 0.151
CP delay by family, top: buffers and inverters
Max Clk Rate: 488 MHz
FF-to-FF End: SPI_slave.byte_data_sent[6]
Vias in the first global route: 1119
Worst vdd ir: 0.000362 V
Antenna Nets Post-Route: 0
Die area: 4610 sq um
Wire length on met2: 1320 um
DRT met1 WL: 1460 um
Hold Crit Start: SPI_slave.SCKr[0]
Number of enable flip-flop cells: 25
Setup bufs post-CTS: 0
CTS tree: done
Synth Warn #: 4
Count leader, synth: dfxtp_1
Cells in synth_stat.txt: 173
Drt first pass iters: 4
Hold buffer count at CTS: 0
Hold EP: SPI_slave.SCKr[1]
Worst-Margin Slew: 677 ps
Area grow syn2layout: 12.5%
Final hold vios: 0
Max incr delay on CP: 470 ps
Fin Setup TNS: 0 ps
Avg Vias per Cell: 4.95
Unrepaired setup endpoints after global routing: false
CP Capture Type: output port
GPL Wtd Cong: 0.705
Drt drc: 0
LEAKAGE: 0.000972 uW
Min-Delay Path Class: reg -> reg
Clock skew: 6.09 ps
Max-area cell share: 0.345
Die Ht: 67.9 um
Overflow after GRT: 0
FP Util: 0.532
Num CTS Buffers: 9
Most common reg cell: dfxtp_1
WL/cell: 12.2 um
Critical path's slowest cell: clkdlybuf4s50_1
Initial antenna violation count: 0
Yosys top cell by area: edfxtp_1
Max Slew Vio Count: 0
Post-synth area hogs: edfxtp_1 (35%), dfxtp_1 (30%), xnor2_1 (6.0%), xor2_1 (4.8%), nand2_1 (3.8%)
Max FO, Critical Path: 2
Crit share post-route: 0.732
DRT iter0 DRCs: 65
YS chip area: 2170 sq um
Clk latency of the worst-skew pair: 330 ps
Post-synth regs: 58
Source of the worst register-to-register timing path: SPI_slave.SSELr[1]
# clock sinks: 58
Top cell by count, worst path: clkdlybuf4s50_1
Ant. Diodes: 0
Status: finished clean
Slew margin rel.: 0.547
Synth cell types: 30
Row count: 23
Root Buffer: clkbuf_8
Final Setup Violations: 0
Synth Instances: 173
Util after Layout: 0.598
IO buf count: 7
R2R setup slack: 1010 ps
Num ports: 13
Max Cap Violations: 0
[where the power goes]
group	switching, uW	total, uW	internal (uW)
clock	287	623	336
combinational	21.4	40.8	19.4
sequential	13.2	922	909
total	322	1590	1260
[sequential cells by signal, indices dropped and copies added (netlist names)]
name	flops
blinkmodule.counter2	21
SPI_slave.byte_data_received	8
SPI_slave.byte_data_sent	8
SPI_slave.cnt	8
SPI_slave.SCKr	3
SPI_slave.SSELr	3
SPI_slave.bitcnt	3
SPI_slave.MOSIr	2
SPI_slave.byte_received	1
SPI_slave.led1	1
[worst max path at each step]
stage	start	to	cells after the start
after CTS	sclk	led2	2
after global routing	sclk	led2	2
final	sclk	led2	2
[logic make-up (layout without fill, tap and decap cells)]
group	count (synthesis)	count (layout)	synth area share
AND-OR/OR-AND	3	3	0.00691
XOR/XNOR	27	27	0.109
adder cells (fa/ha/maj)	4	4	0.0230
buffers and inverters	9	28	0.0213
flip-flops	58	58	0.649
multiplexers	2	2	0.00921
other	1	2	0.00173
AND/OR/NAND/NOR	69	69	0.180
[layout by cell type (no fill, tap or decap), types with 2 or more instances in the layout]
cell and instances:
dfxtp_1 33, edfxtp_1 25, nand2_1 22, xnor2_1 15, xor2_1 12, nor2_1 11, clkbuf_8 10, nand3_1 7
clkdlybuf4s50_1 7, and3_1 6, nand3b_1 6, nand4_1 5, inv_1 4, ha_1 4, clkinv_1 3, nand2b_1 2
o21ai_0 2, mux2i_1 2, conb_1 2, clkbuf_1 2, clkinv_2 2
[stage by stage]
step           setup WS, ps  power, uW  cells  hold slack [ps]  area, sq um
3_3_place_gp            755        979    227              312         2280
6_report                750       1590    243              324         2440
4_1_cts                 737       1600    243              325         2440
2_1_floorplan          1400        967    174              310         2180
5_1_grt                 719       1650    243              330         2440
3_5_place_dp            734        981    227              312         2280
[layer usage]
layer / vias to the layer above / track usage
li1: 621 / -
met1: 556 / 0.238
met2: 20 / 0.214
met3: 6 / 0.0456
met4: 0 / 0.0443
met5: - / 0
[final cells by class]
| class | instances | area (sq um) |
|---|---|---|
| Fill cell | 308 | 1640 |
| Sequential cell | 58 | 1410 |
| Multi-Input combinational cell | 107 | 719 |
| Clock buffer | 12 | 145 |
| Timing Repair Buffer | 7 | 70.1 |
| Tap cell | 50 | 62.6 |
| Inverter | 5 | 18.8 |
| Clock inverter | 4 | 17.5 |
Power is estimated from default activity; no workload was simulated.
